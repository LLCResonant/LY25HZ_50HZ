`/design/flow/run.sh`:
```
#!/bin/bash
# OpenROAD 26Q1-2900-gdf79404cd8, Yosys 0.63+post, stock flow scripts
make -C /OpenROAD-flow-scripts/flow DESIGN_CONFIG=/design/flow/config.mk WORK_HOME=/design/flow/orfs finish
```
`/design/flow/config.mk`:
```
export PLATFORM = sky130hd
export DESIGN_NAME = Protect_CountBus
export DESIGN_NICKNAME = Protect_CountBus
export VERILOG_FILES = /design/flow/design.v
export SDC_FILE = /design/flow/constraint.sdc
export NUM_CORES = 4
export LEC_CHECK = 1
export CORE_AREA = 10 10 106 106
export DIE_AREA = 0 0 116 116
```
`/design/flow/constraint.sdc`:
```
current_design Protect_CountBus

set clk_period 4.2
set clk_io_pct 0.2

create_clock -name clk0 -period $clk_period [get_ports {CLK_50M}]

set non_clock_inputs [all_inputs -no_clocks]
set_input_delay [expr $clk_period * $clk_io_pct] -clock clk0 $non_clock_inputs
set_output_delay [expr $clk_period * $clk_io_pct] -clock clk0 [all_outputs]
```
`/design/flow/design.v`:
```
module Protect_CountBus(CLK_50M,Rst_n,ResetD,ProTect,PWMEN);
input CLK_50M,Rst_n,ResetD,ProTect;
output reg PWMEN;
reg [3:0] count1=4'b0;
reg [19:0] count2=20'b0;
reg [1:0] State_INV,State_Circuit;
parameter [1:0] NormalState_INV=2'b01,CountState_INV=2'b10;
parameter [1:0] NormalState_Circuit=2'b01,ShortState_Circuit=2'b10;
reg r_ProTect1,r_ProTect2;
wire ProTect_neg;
reg count_en=1'b0;
reg Circuit_short=1'b0;
reg CountFull=1'b0;
always @(posedge CLK_50M)
 begin
  if(!Rst_n)
   begin
	 r_ProTect1<=1'b0; r_ProTect2<=1'b0;
	end
  else
   begin
	 r_ProTect1<=ProTect; r_ProTect2<=r_ProTect1;
	end
 end
assign ProTect_neg=(r_ProTect2)&(~r_ProTect1);
always @(posedge CLK_50M)
 begin
  if(!Rst_n)
   begin
	 State_INV<=NormalState_INV; count_en<=1'b0;
	end
  else
   begin
	 case(State_INV)
	  NormalState_INV:
	   begin
		 if(!ProTect)
		  begin State_INV<=CountState_INV; count_en<=1'b1; end
		 else
		  begin State_INV<=NormalState_INV; count_en<=1'b0; end
		end
	  CountState_INV:
	   begin
		 if(CountFull)
		  begin State_INV<=NormalState_INV; count_en<=1'b0; end
		 else
		  begin State_INV<=CountState_INV; count_en<=1'b1; end
		end
	  default:
	   begin State_INV<=NormalState_INV; count_en<=1'b0; end
	 endcase
	end
 end
always @(posedge CLK_50M)
 begin
  if(!Rst_n)
   begin count2<=20'd0; CountFull<=1'b0; end
  else
   begin
	 if(count_en)
	  begin 
	   if(count2<20'd999999)
		 begin count2<=count2+1'b1; CountFull<=1'b0; end
	   else
	    begin count2<=20'd0; CountFull<=1'b1; end
	  end
	 else
	  begin 
	   count2<=20'd0; CountFull<=1'b0;
	  end
	end
 end
always @(posedge CLK_50M)
 begin
  if(!Rst_n)
   begin count1<=4'd0; Circuit_short<=1'b0; end
  else
   begin
	 if(count_en)
	  begin
	   if(!CountFull)
		 begin
	     if(ProTect_neg)
		   begin
		    if(count1<4'd9)
		     begin count1<=count1+1'b1; Circuit_short<=1'b0; end
		    else
		     begin count1<=4'd0; Circuit_short<=1'b1; end
	      end
	     else
	      begin count1<=count1; Circuit_short<=Circuit_short; end
	    end
	   else
	    begin count1<=4'd0; Circuit_short<=1'b0; end
	  end
    else
	  begin count1<=4'd0; Circuit_short<=1'b0; end
	end
 end
always @(posedge CLK_50M)
 begin
  if(!Rst_n)
   begin 
	 State_Circuit<=NormalState_INV; PWMEN<=1'b1; 
	end
  else
   begin
	 case(State_Circuit)
	  NormalState_Circuit:
	   begin
		 if(!Circuit_short)
		  begin State_Circuit<=NormalState_Circuit; PWMEN<=1'b1; end
		 else
		  begin State_Circuit<=ShortState_Circuit;PWMEN<=1'b0; end
		end
	  ShortState_Circuit:
	   begin
		 if(ResetD)
		  begin State_Circuit<=NormalState_Circuit; PWMEN<=1'b1; end
		 else
		  begin State_Circuit<=ShortState_Circuit;PWMEN<=1'b0; end
		end
	  default:
	   begin State_Circuit<=NormalState_Circuit; PWMEN<=1'b1; end
	 endcase
	end
 end
endmodule  
```
==> reports/qor.yml <==
antenna_found_initial: 0
wl_per_cell_um: 9.693
tns_ns: 0
ys.flops: 34
peakVddDrop_v: 0.0001341
drtIter0Drc: 84
clkSinkCount: 34
cts.hold.buffers_added: 0
grt_usage: 0.04299
areaGrowthSynthToFinish_pct: 18.59
numCtsBuffers: 5
hold_ws_ns: 0.4682
combGateArea_um2: 772.0
rsz0062_at_grt: "false"
overflow: 0
end_kind: "flip-flop"
chip_area_mm2: 0.01346
path_max_fanout: 23
min_delay_path_depth: 1
arrival_ns: 2.52
stdcell_area_mm2: 0.001795
cp-start-kind: "input port"
port_buffers: 4
fin_crit_sh: 0.5455
cp.depth: 4
drive_gt1_frac: 0.06627
fin_util: 0.2029
tightestPinTransition_ns: 0.8698
ys_cells: 162
largest_area_cell: "dfxtp_1"
cpMaxStageDelayCell: "clkdlybuf4s50_1"
place_area_mm2: 0.001658
crit_path_cell_trace: "clkdlybuf4s50_1, nand2_1, a311o_1, nor2_1"
maxSlewViolCount: 0
layout_top_cells: "34 x dfxtp_1, 14 x a211oi_1, 11 x nand2_1"
hp-class: "flip-flop to flip-flop"
cts_setup_buffers: 0
ys_area_mm2: 0.001514
fmax_mhz: 436.4
avgSynthCellArea_um2: 9.345
max_slew_margin: 0.4202
hpwl_um: 1719
die_y_um: 116
power_density_mw_per_mm2: 389.9
cts.clk_slew.worst_paths_ns: 0.07
worstRegToRegCells: 5
crit_family: "simple AND/OR/NAND/NOR gates"
layout_top_cell: "dfxtp_1"
htree_levels: 2
crit_type: "input port to flip-flop"
timing.final.crit_period_ns: 2.291
static-leakage-power_nw: 0.5423
syn_area_mm2: 0.001514
synthCells: 162
fp-row-count: 34
place.gp.congestion: 0.7386
firstDrtPassIters: 4
grt_pass1_vias: 1107
die_w_um: 116
cts_tree: "built"
cts_buffer_depth: 2
cts-resized-gates: 0
critPathMaxStageDelay_ns: 0.57
top_cells_by_area: "dfxtp_1 45%, a211oi_1 6.9%, xnor2_1 5.8%"
via_count: 1127
coreArea_mm2: 0.008848
grt_max_degree: 24
placed_cells: 266
finalHoldViolations: 0
instances_no_fill: 274
ys_types: 40
drv_cap: 0
post-route-drc-count: 0
setup-violations-final: 0
cts-root-buf: "clkbuf_8"
top_area_frac: 0.4496
cp.required_ns: 4.43
ys_warn_count: 1
clock_latency_ns: 0.28
run_status: "complete, no violations"
grt_pass1_wl_um: 5002
n_antenna_cell: 0
initial_core_util: 0.1711
fillerInstances: 959
cp_num_buf_inv: 1
wirelength_um: 2656
num_io_pins: 5
ant_nets: 0
skew_ns: 0.007817
vias_per_cell: 4.113
log.warning_count: 26
seqCellArea_um2: 680.7
synth_seq_share: 0.4496
==> layer usage <==
metal	routed length, µm	up-vias	share of wire	track usage
met5	0	-	0	0
met4	40	0	0.015	0.01001
met3	56	2	0.021	0.01151
met2	1166	8	0.44	0.06674
met1	1392	519	0.52	0.05867
li1	-	598	-	-
==> final timing paths <==
path / startpoint / to / slack [ns]
hold reg to reg: State_Circuit[1] / PWMEN / 0.47
setup / recovery: Rst_n / count1[0] / 1.91
hold / removal: State_Circuit[1] / PWMEN / 0.47
setup reg to reg: count2[0] / count2[18] / 1.95
==> cells in the mapped netlist, drive strengths merged <==
library cell   n
and2           5
a22oi          1
nand3          6
inv            8
ha             3
buf            1
nor3           5
nand4b         1
a21oi          1
o211ai         1
nand2         11
a211oi        14
xnor2         10
a21boi         1
nor4           2
nor2           8
nand2b         3
nor4b          1
o21a           1
o31ai          1
and4           1
and3b          1
a221oi         6
o21bai         1
clkbuf         7
o22ai          1
nor2b          2
nand4          3
o21ai          5
or4            3
and3           1
dfxtp         34
a41oi          1
a31oi          2
xor2           3
or3            5
a311o          2
==> kinds of logic after synthesis <==
kind of cell,Yosys count,synth area share
compound gates,38,0.1893
fa+ha+maj,3,0.02480
simple gates,58,0.2207
buf+inv,16,0.04050
flops,34,0.4496
xor+xnor,13,0.07521
==> layout make-up <==
cell class	instances	share of cell area
multi-input combinational	112	0.4300
sequential	34	0.3791
tap	108	0.07526
clock buffer	5	0.03833
clock inverter	3	0.03833
timing repair buffer	4	0.02230
inverter	8	0.01672
==> where the power goes <==
group          switching [mW]  internal (mW)
clock                   0.120          0.238
sequential            0.00178          0.326
combinational         0.00808        0.00668
total                   0.130          0.571
==> registers in the layout, indices dropped and copies added (netlist names) <==
register,flops
count2,20
State_Circuit,2
PWMEN,1
CountFull,1
count1,4
Circuit_short,1
State_INV,2
count_en,1
r_ProTect2,1
r_ProTect1,1
==> stage by stage <==
stage | worst slack, ns | power (mW)
floorplan | 2.149 | 0.3446
global placement | 1.612 | 0.3499
detailed placement | 1.594 | 0.3501
CTS | 1.889 | 0.7082
global route | 1.734 | 0.7242
finish | 1.909 | 0.7001
Power figures rest on the tool's default switching activity, not on a simulated workload.
