--- ./run.sh ---
#!/bin/bash
# OpenROAD 26Q1-2900-gdf79404cd8, Yosys 0.63+post, stock flow scripts
make -C /OpenROAD-flow-scripts/flow DESIGN_CONFIG=/design/flow/config.mk WORK_HOME=/design/flow/orfs finish
--- ./config.mk ---
export PLATFORM = sky130hd
export DESIGN_NAME = PWM_delay
export DESIGN_NICKNAME = PWM_delay
export VERILOG_FILES = /design/flow/design.v
export SDC_FILE = /design/flow/constraint.sdc
export NUM_CORES = 4
export LEC_CHECK = 1
export CORE_AREA = 10 10 89 89
export DIE_AREA = 0 0 99 99
--- ./constraint.sdc ---
current_design PWM_delay

set clk_period 3.7
set clk_io_pct 0.2

create_clock -name clk0 -period $clk_period [get_ports {CLK_50M}]

set non_clock_inputs [all_inputs -no_clocks]
set_input_delay [expr $clk_period * $clk_io_pct] -clock clk0 $non_clock_inputs
set_output_delay [expr $clk_period * $clk_io_pct] -clock clk0 [all_outputs]
--- ./design.v ---
module PWM_delay(CLK_50M,Rst_n,R_LH,R_RH,I1_RH,I1_RL,I1_LH,I1_LL,I2_RH,I2_RL,I2_LH,I2_LL,
                 R_LH_Ot,R_RH_Ot,I1_RH_Ot,I1_RL_Ot,I1_LH_Ot,I1_LL_Ot,I2_RH_Ot,I2_RL_Ot,I2_LH_Ot,I2_LL_Ot);
input CLK_50M,Rst_n;
input R_LH,R_RH,I1_RH,I1_RL,I1_LH,I1_LL,I2_RH,I2_RL,I2_LH,I2_LL;
output R_LH_Ot,R_RH_Ot,I1_RH_Ot,I1_RL_Ot,I1_LH_Ot,I1_LL_Ot,I2_RH_Ot,I2_RL_Ot,I2_LH_Ot,I2_LL_Ot;
reg [23:0] count;
reg en;
always @(posedge CLK_50M)
 begin
  if(!Rst_n)
   begin
	 count<=24'd0;
	 en<=1'b0;
	end
  else
   begin
	 if(count<24'd15000000)
	  begin
	   count<=count+1'b1;
		en<=1'b0;
	  end
	 else
	  begin
	   count<=24'd15000000;
		en<=1'b1;
	  end
	end
 end
 assign R_LH_Ot=(en) ? R_LH : 1'b0; assign R_RH_Ot=(en) ? R_RH : 1'b0;
 assign I1_RH_Ot=(en) ? I1_RH : 1'b0; assign I1_RL_Ot=(en) ? I1_RL : 1'b0;
 assign I1_LH_Ot=(en) ? I1_LH : 1'b0; assign I1_LL_Ot=(en) ? I1_LL : 1'b0;
 assign I2_RH_Ot=(en) ? I2_RH : 1'b0; assign I2_RL_Ot=(en) ? I2_RL : 1'b0;
 assign I2_LH_Ot=(en) ? I2_LH : 1'b0; assign I2_LL_Ot=(en) ? I2_LL : 1'b0;
 endmodule
==> run summary <==
run results: outcome finished clean, final hold violation count 0, Post-synth seq share 41.0%, dpl hpwl a little over 2000 um, Startpoint Class input pin, Worst EP arrival about 1.8 ns, hold_buf cts 0, clock latency (worst-skew pair) 0.26 ns, Synth Flop Type dfxtp_1, global route overflow 0, Reg2Reg Launch Point count[0]$_SDFF_PN0_, layout cells sized above 1 under 10%, setup violators final 0, die x size 99 um, HP Start count[0]$_SDFF_PN0_, CTS sink cnt 25, WL final 2730 um, pwr dens 292 nW/um^2, Max Root-Sink Buffers 2, initial antenna violation count 0, CP endpoint kind output pin, crit path DRT 2.96 ns, crit-path cells clkdlybuf4s50_1 -> and2_1 -> clkdlybuf4s50_1, CP max stage delay 0.47 ns, WHS Path Cells 1, YS chip area 1220 um^2, Worst Path Buf+Inv 2, Registers, synthesis 25, CTS tree done, Worst-path clk slew 0.09 ns, post_cts resized 0, root buf cell clkbuf_8, Hold Crit Class reg -> reg, CP max-delay cell clkdlybuf4s50_1, Mapped Cells ~140, Yosys Instances 143, Max IR drop VDD 0.346 mV, CP Class in -> out, crit-path leading delay family buffers and inverters, Min Hold Slack 0.486 ns, setup slack, reg-to-reg 1.87 ns, I/O Buffers 21, Worst R2R Path Depth 5, vias in the first global route 975, RSZ-0062 raised after global routing false, fp util approximately a fifth, R2R Path End count[18]$_SDFF_PN0_, GRT Util Overall 5.47%, synth cell count leaders 25 x dfxtp_1, 12 x nand2_1, 11 x and2_1, 11 x nor2_1, 10 x nand3_1, worst slew pin tran 0.545 ns, fmax 397 MHz, ys async rst share 0%, pin count of the biggest net entering global routing 16, DRT Pass-1 Iters 4, Slew Viols, Final 0, Final ANT Viol Nets 0, CORE AREA 5990 um^2, I/O Pins 22, # DRC 0, routed length per instance 11.4 um, FP Rows 28, Lkg Pwr 0.463 nW, vias per inst 4.55, antenna cells 0, die area 9800 um^2, max-cap violation count 0, post-synth top area cell dfxtp_1, Area growth syn-to-layout 27.2%, setup TNS 0 ns, skew final roughly 0.0055 ns, min Tclk post-route 2.52 ns, Hold Path End count[0]$_SDFF_PN0_, Top cell area share 41.0%, Num CTS Buffers 3, Post-CTS Setup Bufs 0, most used cell, CP clkdlybuf4s50_1, Warnings, synthesis 1, number of DRC markers in iteration 0 95, Top area cell types dfxtp_1 41%, xnor2_1 5.7%, and2_1 5.6%, Slew HR 63.5%, EDFF count, synth 0, routed via count 1,091, post-layout period usage 68.1%, GP Congestion 0.816, maximum net fanout on the critical path 1, Die Y around 99 um, Netlist cell types 34, Yosys top cell by instances dfxtp_1, global-route wire length before repair between 4000 and 5000 um, H-tree levels 1, syn_area_per_cell 8.53 um^2, Synth Cell Area roughly 1200 um^2, Tool Warnings 25
## per-stage QoR
| step | total power, mW | instance area (um^2) | cells | setup slack, ns | utilization [%] |
|---|---|---|---|---|---|
| 2_1_floorplan | 0.288 | 1220 | 143 | 2.06 | - |
| 3_3_place_gp | 0.302 | 1510 | 236 | 1.16 | 25.1 |
| 3_5_place_dp | 0.302 | 1510 | 236 | 1.17 | 25.1 |
| 4_1_cts | 0.459 | 1550 | 240 | 1.17 | 25.9 |
| 5_1_grt | 0.474 | 1550 | 240 | 1.13 | 25.9 |
| 6_report | 0.453 | 1550 | 240 | 1.18 | 25.9 |
## logic make-up after synthesis
kind of cell / Yosys count / synth area share (%)
xor gates and xnor gates: 11 / 7.90
and+or+nand+nor: 73 / 33.7
buffers and inverters: 6 / 2.46
DFF: 25 / 41.0
adders and majority gates: 1 / 1.03
AOI/OAI and AO/OA: 27 / 13.8
## report_power, final
group | switching, mW | internal (mW) | total [mW]
Combinational | 0.00743 | 0.0128 | 0.0203
Sequential | 0.00344 | 0.272 | 0.275
Clock | 0.0828 | 0.0752 | 0.158
Total | 0.0937 | 0.360 | 0.453
## state kept, by name, indices dropped and copies added, names as in the netlist
signal and cells:
count 24, en 1
## final cells by class
class	instances	area [um^2]
multi-input cells	112	689
clock buffers	3	41.3
clock inverters	1	5.00
fillers	629	4440
repair buffers	21	210
flip-flops and latches	25	500
inverters	3	11.3
well taps	75	93.8
## per-layer routing
| metal | wire, um | vias to the layer above | share of wire (%) | GRT usage [%] |
|---|---|---|---|---|
| met2 | 1040 | 36 | 38 | 7.46 |
| met4 | 10 | 0 | 0.37 | 0.441 |
| met3 | 203 | 2 | 7.4 | 1.69 |
| met1 | 1480 | 477 | 54 | 8.47 |
| li1 | - | 576 | - | - |
| met5 | 0 | - | 0 | 0 |
## worst max-delay path by stage
stage	startpoint	end	cells after the start
CTS	I1_RH	I1_RH_Ot	3
global route	I1_LH	I1_LH_Ot	3
finish	I1_LH	I1_LH_Ot	3
## placed cells by master (no fill, tap or decap), drive strengths merged
cell type	instances
o41ai	1
o21bai	1
a31oi	4
a21o	1
clkinv	2
a31o	1
o21a	1
inv	2
a21oi	9
nor2	11
ha	1
nand4	4
xor2	3
a2111o	1
clkdlybuf4s50	21
o31ai	3
or4	4
nand3	10
nor3	2
and3	4
and2	11
dfxtp	25
nor4b	1
or3	8
nor4	5
nand2	12
o21ai	5
clkbuf	3
and4	1
xnor2	8
Power is estimated from default activity; no workload was simulated.
